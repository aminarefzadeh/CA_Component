==> flow/config.mk <==
export PLATFORM = sky130hd
export DESIGN_NAME = instructionMem
export DESIGN_NICKNAME = instructionMem
export VERILOG_FILES = /design/flow/design.v
export SDC_FILE = /design/flow/constraint.sdc
export NUM_CORES = 4
export LEC_CHECK = 1
export CORE_AREA = 10 10 70 70
export DIE_AREA = 0 0 80 80
==> flow/constraint.sdc <==
current_design instructionMem

set clk_period 1.0
set clk_io_pct 0.2

create_clock -name clk0 -period $clk_period

set non_clock_inputs [all_inputs -no_clocks]
set_input_delay [expr $clk_period * $clk_io_pct] -clock clk0 $non_clock_inputs
set_output_delay [expr $clk_period * $clk_io_pct] -clock clk0 [all_outputs]
==> flow/design.v <==
module instructionMem(input[11:0] addr,input rst,output logic[18:0] ins);
  logic[4095:0] [18:0] Mem;
  assign Mem[0] = {3'b100, 2'b00, 3'b001, 3'b000, 8'd100};
  assign Mem[1] = {3'b100, 2'b00, 3'b010, 3'b000, 8'd102};
	assign Mem[2] = {2'b00, 3'b000, 3'b011, 3'b001, 3'b010, 5'b00000};  
	assign Mem[3] = {3'b100, 2'b01, 3'b011, 3'b000, 8'd104};  
	assign Mem[4] = {3'b100, 2'b00, 3'b001, 3'b000, 8'd101};
	assign Mem[5] = {3'b100, 2'b00, 3'b010, 3'b000, 8'd103};
	assign Mem[6] = {2'b00, 3'b001, 3'b011, 3'b001, 3'b010, 5'b00000};  
	assign Mem[7] = {3'b100, 2'b01, 3'b011, 3'b000, 8'd105};  
  always@(addr,rst)begin
    if (rst)
      ins <= Mem[0];
    else 
      ins <= Mem[addr];
  end
endmodule
==> flow/run.sh <==
#!/bin/bash
# OpenROAD 26Q1-2900-gdf79404cd8, Yosys 0.63+post, stock flow scripts
make -C /OpenROAD-flow-scripts/flow DESIGN_CONFIG=/design/flow/config.mk WORK_HOME=/design/flow/orfs finish
==> out/metrics.yaml <==
outcome:
  violations: "negative setup slack"
  status: "complete, but fails checks"
final_timing:
  finalHoldViolations: 0
  fin_crit_sh_pct: 124
  rsz0062_at_grt: "true"
  holdWs_ps: 728
  fmaxAchievable_mhz: 808
  setup_ws_ps: -238
  min_period_ps: 1240
  setup_viol: 11
  tns_ps: -1270
  drv_slew: 0
floorplanning:
  dieArea_sq_mm: 0.00640
  initial_utilization_pct: 6.59
  core_area_sq_mm: 0.00342
  die_w_um: 80
  std_cell_rows: 21
  fp.dieH_um: 80
  num_io_pins: 32
logic_synthesis:
  netlist_area_sq_um: 225
  yosysCellCount: 28
  synth_seq_share_pct: 0
  yosysChipArea_sq_um: 225
  synthTopCellsByArea: "buf_4 (30%), nor4b_2 (13%), nor4b_4 (11%)"
  yosys.area.top_type_share_pct: 30.0
  synth.avg_cell_area_sq_um: 8.04
  syn-instance-count: 28
  synth_area_leader_cell: "buf_4"
  yosysWarnings: 77700
  synth_cell_types: 13
finish:
  ff_latch_area_sq_um: 0
  finalCoreUtilization_pct: 13.6
  area.combinational_sq_um: 199
  syn2layout_area_growth_pct: 106
  nFillCells: 403
  final_cells: 97
  n_sequential_cell: 0
  drive_gt1_share_pct: 64.7
  clkbuf_count: 0
pwr:
  leakage_nw: 0.233
  ir_worst_vdd_v: 0.0000357
  power_density_mw_per_mm2: 298
  totalPowerFinal_mw: 0.138
setup_path:
  crit_required_ps: 800
  critPathCaptureType: "output port"
  critPathKind: "input pin to output port"
  start_kind: "input pin"
  worstPathArrival_ps: 1040
  crit_fanout: 3
placed_design:
  dp.cells: 88
  dpl.hpwl_um: 673
  gp_congestion: 0.713
  portBuffers: 17
route:
  wirelength_um: 860
  first_pass_iters: 4
  num_antenna_cells: 0
  ant_nets: 0
  via_count: 254
  avgRoutedWirePerCell_um: 8.87
  routed_via_density: 2.62
  drc: 0
  drt_iter0_markers: 14
run:
  maxCapViolCount: 0
  warnings: 41
global_route:
  grt_pass1_wl_um: 1320
  grt.total_usage_pct: 2.45
  antenna_found_initial: 0
  grt_max_degree: 9
  grt_overflow: 0
  grt_pass1_vias: 272
clock_tree:
  cts-hold-fix-buffers: 0
hold_path:
  holdCritPathClass: "input pin to output port"
cells in the mapped netlist:
cell,n
buf_4,9
nand2b_1,3
nor2_1,3
a21o_1,2
and4b_1,2
nor4b_2,2
buf_2,1
buf_6,1
conb_1,1
nor3_1,1
nor4b_4,1
o21bai_1,1
or2_1,1
placed cells by master, fill, tap and decap left out:
master	count
buf_2	14
conb_1	8
buf_6	6
buf_4	4
nor2_1	2
nand2b_1	2
a21o_1	2
nor4b_4	2
and4b_1	2
buf_8	2
or2_4	1
nor4b_2	1
nor3_2	1
nor2_4	1
nand2b_4	1
o21bai_1	1
dlygate4sd2_1	1
through the flow:
stage	worst slack (ps)	instance area, sq um
2_1_floorplan	47.2	251
3_3_place_gp	-931	403
3_5_place_dp	-944	403
4_1_cts	-264	439
5_1_grt	-283	463
6_report	-238	463
cells by family (layout without fill, tap and decap cells):
| kind of cell | count (synthesis) | in the layout | synth area share [%] |
|---|---|---|---|
| and+or+nand+nor | 13 | 13 | 51.1 |
| buffers and inverters | 11 | 27 | 37.2 |
| AOI/OAI and AO/OA | 3 | 3 | 10.0 |
| other | 1 | 8 | 1.67 |
cell type report:
class	count	share of cell area, %
multi-input cells	24	43.0
repair buffers	27	44.6
well taps	46	12.4
critical path: stages:
cell	delay [ps]
buf_8	100
or2_4	260
buf_6	130
nor4b_4	230
buf_2	130
where the power goes:
part           switching (mW)  leakage (nW)  total [mW]  internal, mW
clock network               0             0           0             0
registers                   0             0           0             0
logic                  0.0527         0.233       0.138        0.0855
total                  0.0527         0.233       0.138        0.0855
final timing paths:
path,cells past startpoint,end,from,slack (ps)
worst max-delay path,5,ins[1],addr[4],-240
worst min-delay path,3,ins[8],addr[0],730
metal layers:
layer	track usage, %	routed length (um)
met3	1.25	123
met1	3.30	349
met5	0	0
met2	3.61	387
met4	0	0
what timing repair did:
action | in CTS | in global routing
setup endpoints to repair | 11 | 10
pin swaps | 8 | 6
gates cloned | 1 | 0
buffers inserted | 7 | 1
resized | 71 | 3
No activity file was given, so power comes from the tool's default toggle rates.
