===== flow/run.sh =====
#!/bin/bash
# OpenROAD 26Q1-2900-gdf79404cd8, Yosys 0.63+post, stock flow scripts
make -C /OpenROAD-flow-scripts/flow DESIGN_CONFIG=/design/flow/config.mk WORK_HOME=/design/flow/orfs finish

===== flow/config.mk =====
export PLATFORM = sky130hd
export DESIGN_NAME = memory
export DESIGN_NICKNAME = memory
export VERILOG_FILES = /design/flow/design.v
export SDC_FILE = /design/flow/constraint.sdc
export NUM_CORES = 4
export LEC_CHECK = 1
export CORE_UTILIZATION = 30

===== flow/constraint.sdc =====
current_design memory

set clk_period 79.7
set clk_io_pct 0.2

create_clock -name clk0 -period $clk_period [get_ports {clk}]

set non_clock_inputs [all_inputs -no_clocks]
set_input_delay [expr $clk_period * $clk_io_pct] -clock clk0 $non_clock_inputs
set_output_delay [expr $clk_period * $clk_io_pct] -clock clk0 [all_outputs]

===== flow/design.v =====
module memory(input[7:0] addr,WR,input clk,memorywrite,memoryread,output logic[7:0] RD);
  logic [255:0] [7:0] Memory;
  always@(addr,memoryread)begin
    Memory [100] <= 8'b10101001;
    Memory [101] <= 8'b0;
    Memory [102] <= 8'b10001101;
    Memory [103] <= 8'b0;
    RD <= Memory[addr];
  end
  always@(posedge clk) begin
    if (memorywrite)
      Memory[addr] <= WR;
  end
endmodule

==> flow_summary.json <==
{
  "hold_class": "reg2reg",
  "synthFlopType": "edfxtp_1",
  "ys_seq_elements": 2016,
  "grt_overflow_total": 0,
  "worstMarginPinSlew_ps": 1124,
  "finalSetupViolations": 0,
  "wl_mm": 299.3,
  "cts_buffers": 218,
  "setup_ws_ps": 41690,
  "reg_top3": "Memory (2016)",
  "maxSlewHeadroom_pct": 24.46,
  "p_per_area_nw_per_um2": 21.30,
  "clk_latency_ps": 890,
  "via_per_inst": 5.369,
  "clock_skew_ps": 0,
  "wl_met2_mm": 134.4,
  "antenna_found_initial": 10,
  "irDropWorstVdd_mv": 0.02511,
  "ctsResizeCount": 0,
  "cts_tree": "yes",
  "p_leak_nw": 37.87,
  "post_cts_buffers": 0,
  "gp_congestion": 0.9507,
  "rows": 214,
  "port_buffers": 25,
  "edf_count": 2016,
  "tool_warnings": 46,
  "postCtsHoldBufs": 0,
  "crit_top_cell": "buf_4",
  "synth.distinct_cells": 64,
  "worstPathCellList": "buf_8, buf_12, buf_4, buf_4, buf_4, mux2i_1, a221oi_1, o21a_1, a2111oi_0, buf_4, nor3_1, buf_4, nor3_1, o22ai_1, clkdlybuf4s50_1",
  "syn_area_per_cell_sq_um": 16.81,
  "endpoint_kind": "primary output",
  "critPathLaunchType": "primary input",
  "grt_pass1_vias": 61346,
  "wl_met1_mm": 112.3,
  "dp.cells": 10472,
  "synth-async-reset-ratio_pct": 0,
  "fin_setup_tns_ps": 0,
  "ys_seq_share_pct": 59.14,
  "route.met3.wl_mm": 37.84,
  "drt_pass1_iterations": 7,
  "yosysWarnings": 35,
  "lay_top_count": "edfxtp_1",
  "crit_fanout": 62,
  "ioPinCount": 27,
  "clock-sinks": 2016,
  "instances_no_fill": 10881,
  "htreeDepth": 4,
  "die_y_um": 586.1,
  "drc_errors": 0,
  "netlist_area_sq_um": 102400,
  "yosys_cells": 6090,
  "placeableCoreArea_sq_um": 339800,
  "wl_per_cell_um": 27.51,
  "regMostFlops": "Memory",
  "largest_reg_flops": 2016,
  "grt_util_all_layers_pct": 18.49,
  "grt_max_degree": 138,
  "status": "finished clean",
  "antenna_left": 0,
  "drive_gt1_share_pct": 48.83,
  "holdWs_ps": 557.6,
  "cts-root-buf": "clkbuf_16",
  "worstPathRequired_ps": 63760,
  "maxCapViolCount": 0,
  "path_class": "in2out",
  "clock_path_buffers": 3,
  "vias": 58417,
  "grt_pass1_wl_mm": 437.5,
  "postSynthCellCount": 6090,
  "rsz0062_at_grt": "false",
  "period_used_pct": 47.69,
  "area_delta_synth_final_pct": 12.83,
  "min_period_ps": 38010,
  "hold_viol_final": 0,
  "dieArea_sq_um": 343600,
  "clk_pin_slew_ps": 60,
  "final_util_pct": 33.99,
  "design_area_sq_um": 115500,
  "yosys_area_sq_um": 102400,
  "die_w_um": 586.1,
  "mostFrequentLayoutCells": "2016 x edfxtp_1, 1994 x mux2_2, 438 x mux4_2",
  "place_ws_ps": 41320,
  "slowest_delay_ps": 900,
  "drv_slew": 0,
  "critPathArrivalTime_ps": 22070,
  "cp_num_buf_inv": 8,
  "total_power_mw": 2.460,
  "core_util_floorplan_pct": 30.13,
  "critPathTopFamily": "buffers and inverters",
  "drt_iter0_drc": 4045,
  "clock.fmax_ghz": 0.02631,
  "cp_slowest_cell": "nor3_1",
  "dp_hpwl_mm": 193.1,
  "topRoutingLayerUsed": "met5",
  "placed_area_sq_um": 108800,
  "fillers": 31632
}
-- layout make-up --
class	instances	area [sq um]	share of cell area, %
Clock buffer	287	5757	4.984
Inverter	9	38.79	0.03358
Antenna cell	9	22.52	0.01950
Timing Repair Buffer	309	2570	2.225
Sequential cell	2016	60540	52.42
Tap cell	4536	5675	4.914
Clock inverter	112	928.4	0.8038
Multi-Input combinational cell	3603	39960	34.60
-- path summary, 6_finish.rpt --
| kind | startpoint | endpoint | slack (ps) | cells after the start |
|---|---|---|---|---|
| hold / removal | Memory[1234] | Memory[1234] | 560 | 1 |
| setup / recovery | addr[0] | RD[0] | 41690 | 15 |
| setup reg to reg | Memory[1018] | Memory[1018] | 78750 | 1 |
| hold reg to reg | Memory[1234] | Memory[1234] | 560 | 1 |
-- cells in the mapped netlist, types with 4 or more instances --
master	n	area, sq um
a311oi_1	8	70.07
or3_1	12	75.07
a211oi_1	21	157.7
buf_4	19	142.6
o221ai_1	19	166.4
a22o_1	9	78.83
a221oi_1	27	236.5
nor2_1	213	799.5
clkbuf_1	322	1209
a22oi_1	77	578.1
buf_2	64	320.3
nor4_1	7	43.79
o22ai_1	44	275.3
o21a_1	4	30.03
o21ai_0	37	185.2
a31oi_1	10	62.56
nand2b_1	7	43.79
inv_1	6	22.52
and3_1	8	50.05
nand4_1	8	50.05
nor2_8	8	160.2
nand3_1	38	190.2
mux4_2	438	9864
a21oi_1	53	265.3
o31ai_1	5	37.54
nand2_1	206	773.2
nor3_1	26	130.1
mux2_2	1994	22450
buf_1	53	198.9
nor2b_1	8	50.05
edfxtp_1	2016	60540
a2111oi_0	11	96.34
mux2i_1	199	1992
and2_1	10	62.56
nor2_2	28	175.2
mux2_4	16	240.2
mux2_1	8	90.09
buf_6	4	45.04
a41oi_1	5	43.79
-- logic make-up (layout without fill, tap and decap cells) --
family                     after synthesis  in the layout  synth area share (%)
AOI/OAI and AO/OA                      345            345                 2.358
xor gates and xnor gates                 3              3               0.02567
adders and majority gates                3              3               0.03667
buffers and inverters                  471            717                 1.904
DFF                                   2016           2016                 59.14
muxes                                 2655           2655                 33.84
other                                    0              9                     0
and+or+nand+nor                        597            597                 2.696
-- layer usage --
metal / GRT usage (%) / up-vias
met3: 10.24 / 561
met5: 0.9947 / -
met2: 26.67 / 2431
met1: 23.81 / 30572
met4: 7.028 / 20
li1: - / 24833
-- power by group --
part | switching (mW) | internal (mW) | leakage, nW
Combinational | 0.135 | 0.100 | 14.9
Clock | 0.425 | 0.536 | 3.24
Sequential | 0.0258 | 1.24 | 19.7
Power and IR drop assume default switching activity.
