==> ./design.v <==
module controller(input[5:0] code,input ze,c,rst,output reg pop,push,memorywrite,memoryread,writeReg,selRR2,selALU2,selpc,ldz,ldc,selz,selc,output reg [1:0] selWD,selRet,output reg [2:0]ALUfn);
  always @(ze,c,code,rst)begin
    pop <= 1'b0;
    push <= 1'b0;
    memorywrite <= 1'b0;
    memoryread <= 1'b0;
    writeReg<= 1'b0;
    selRR2<= 1'b0;
    selALU2<= 1'b0;
    selRet<= 2'b00;
    selpc<= 1'b0;
    ldz<= 1'b0;
    ldc<= 1'b0;
    selz <= 1'b0;
    selc <= 1'b0;
    selWD<= 2'b00;
    ALUfn <= 3'b000;
    if (~rst)begin
    if (code[5:4] == 2'b00) begin
      ALUfn <= code[3:1];
      ldz <= 1'b1;
      ldc <= 1'b1;
      selALU2 <= 1'b1;
      writeReg <= 1'b1;
    end
    if (code [5:4] == 2'b01) begin
      ALUfn <= code[3:1];
      ldz <= 1'b1;
      ldc <= 1'b1;
      writeReg <= 1'b1;
    end
    if (code[5:3] == 3'b110) begin
      selz <= 1'b1;
      selc <= 1'b1;
      ldz <= 1'b1;
      ldc <= 1'b1;
      selWD <= 2'b10;
      writeReg <= 1'b1;
    end
    if (code[5:3] == 3'b100) begin
      selRR2 <= 1'b1;
      ALUfn <= 3'b000;
      if (code [2:1] == 2'b00) begin
        memoryread <= 1'b1;
        selWD<= 2'b01;
        writeReg <= 1'b1;
      end
      if (code [2:1] == 2'b01)begin
        memorywrite<= 1'b1;
      end
    end
    if (code[5:3] == 3'b101) begin
      case(code[2:1])
        2'b00 : selpc <= ze?1:0;
        2'b01 : selpc <= ze?0:1;
        2'b10 : selpc <= c?1:0;
        2'b11 : selpc <= c?0:1;
      endcase
    end
    if (code[5:2] == 4'b1110)begin
      selRet <= 2'b10;
      selpc <= 1'b1;
      if (code[1] == 1'b1)
        push <= 1'b1;
    end
    if (code[5:0] == 6'b111100) begin
      pop <= 1'b1;
      selRet <=2'b01;
    end
    end
  end
endmodule
==> ./run.sh <==
#!/bin/bash
# OpenROAD 26Q1-2900-gdf79404cd8, Yosys 0.63+post, stock flow scripts
make -C /OpenROAD-flow-scripts/flow DESIGN_CONFIG=/design/flow/config.mk WORK_HOME=/design/flow/orfs finish
==> ./config.mk <==
export PLATFORM = sky130hd
export DESIGN_NAME = controller
export DESIGN_NICKNAME = controller
export VERILOG_FILES = /design/flow/design.v
export SDC_FILE = /design/flow/constraint.sdc
export NUM_CORES = 4
export LEC_CHECK = 1
export CORE_AREA = 10 10 70 70
export DIE_AREA = 0 0 80 80
==> ./constraint.sdc <==
current_design controller

set clk_period 1.5
set clk_io_pct 0.2

create_clock -name clk0 -period $clk_period

set non_clock_inputs [all_inputs -no_clocks]
set_input_delay [expr $clk_period * $clk_io_pct] -clock clk0 $non_clock_inputs
set_output_delay [expr $clk_period * $clk_io_pct] -clock clk0 [all_outputs]
==> impl_metrics.csv <==
group,metric,value,unit
yosys,top_cells_by_count,"nor2_1, buf_4, a21oi_1, nor3_1",
final_timing,hold_viol_final,0,
final_timing,min_period,1.51,ns
floorplan,core-area,3420,µm²
grt,grt_overflow,0,
min_path,worstHoldPathType,"in -> out",
place,dpl.hpwl,957,µm
routing,diodes,0,
place,pre_cts_ws,-0.765,ns
pwr,p_sw,51.7,µW
final_timing,fin_crit_sh,1.01,
final_timing,setup_violations,2,
yosys,syn_area_per_cell,6.22,µm²
yosys,synthMostInstantiatedCell,"nor2_1",
run,drv_cap,0,
pwr,pwr-share-clk,0,
run,warning_count,34,
yosys,yosysWarnings,1,
pwr,irDropWorstVdd,0.0258,mV
cells_and_area,fin_util,0.182,
routing,ant_nets,0,
yosys,top_area_frac,0.183,
routing,drc,0,
cells_and_area,design.seq.count,0,
final_timing,finalSetupTns,-0.0198,ns
pwr,share_comb_of_total_power,1.000,
floorplan,num_rows,21,
min_path,min_from,"code[1]",
grt,grt_pass1_wl,1750,µm
setup_path,worstPathArrival,1.21,ns
grt,antenna_found_initial,0,
place,gp_congestion,0.759,
place,place_area,558,µm²
pwr,p_int,66.6,µW
cts,hold_buffers,0,
min_path,whs_path_depth,3,
grt,grt_usage,0.0314,
final_timing,slew_headroom,0.842,
cells_and_area,clock_buffers,0,
routing,drtIter0Drc,4,
yosys,ys_area,205,µm²
place,portBuffers,28,
pwr,p_leak,0.309,nW
pwr,power_density,190,nW/µm²
cells_and_area,design_area,623,µm²
floorplan,die_y,80,µm
floorplan,initCoreUtil,0.0601,
yosys,syn_area,205,µm²
place,dpl.cell_count,109,
final_timing,maxSlewViolCount,0,
routing,wirelength,1170,µm
pwr,switching_share,0.437,
pwr,p_total,118,µW
pwr,seqPwrFrac,0,
setup_path,criticalPathCategory,"in -> out",
grt,grt_pass1_vias,354,
status,outcome,"finished, violations left",
cells_and_area,syn_to_final_growth,204,%
final_timing,timing.hold.ws,0.863,ns
routing,wl_per_cell,10.3,µm
final_timing,tightestPinTransition,0.236,ns
yosys,synth_cells,33,
grt,grt_max_degree,6,
yosys,ys_cells,33,
floorplan,die_width,80,µm
setup_path,crit_fanout,3,
routing,drtPass1Iterations,2,
final_timing,rsz0062_at_grt,"true",
status,violations,"negative setup slack",
yosys,yosysUniqueCellTypes,16,
setup_path,critPathRequiredTime,1.20,ns
yosys,top_cells_by_area,"buf_4, nor2_1, a21oi_1",
setup_path,cp-start-kind,"input port",
floorplan,chip_area,6400,µm²
setup_path,crit_path_end_kind,"primary output",
cells_and_area,fin_cells,114,
cells_and_area,drive_gt1_frac,0.618,
routing,drt-vias-per-instance,3.18,
final_timing,final.setup.worst_slack,-0.0102,ns
cells_and_area,register_area,0,µm²
floorplan,io_pins,28,
final_timing,max_freq,662,MHz
yosys,synth_seq_share,0,
min_path,worst_hold_path.endpoint,"selRet[0]",
routing,num_vias,363,
yosys,yosys.area.top_type,"buf_4",
## power groups by stage
stage	clock, mW	sequential [mW]	combinational [mW]
5_1_grt	0	0	0.129
6_report	0	0	0.118
4_1_cts	0	0	0.112
## metal layers
metal | global-route usage | wire [µm] | vias up
li1 | - | - | 180
met1 | 0.0403 | 507 | 163
met2 | 0.0514 | 498 | 20
met3 | 0.0125 | 167 | 0
met4 | 0 | 0 | 0
met5 | 0 | 0 | -
## worst max-delay path: stages
cell	delay [ns]
buf_6	0.09
nand2b_4	0.13
or3_4	0.35
buf_6	0.13
nor3_4	0.10
buf_2	0.11
## cell type report
cell class	instances	area [µm²]
fillers	384	2790
inverters	2	7.51
multi-input cells	26	236
well taps	46	57.6
repair buffers	40	322
## cells by family after synthesis
| family | after synthesis | share of synthesized area |
|---|---|---|
| compound gates | 6 | 0.195 |
| xor+xnor | 1 | 0.0427 |
| buf+inv | 7 | 0.220 |
| simple gates | 19 | 0.543 |
## how the worst max path moves through the flow
stage           endpoint  slack [ns]  cells after the start  start
CTS           memoryread       -0.07                      6    rst
global route    selWD[0]       -0.06                      6    rst
finish          selWD[0]       -0.01                      6    rst
## timing repair
| action | in CTS | in global routing |
|---|---|---|
| setup endpoints to repair | 19 | 8 |
| pin swaps | 10 | 6 |
| gates resized | 78 | 13 |
| endpoints found under the hold margin | 0 | 0 |
| buffers inserted | 5 | 1 |
## cell usage in the layout (no fill, tap or decap), types with 2 or more instances in the layout
cell	netlist	layout
clkbuf_2	0	2
buf_2	0	7
and2_1	2	2
dlygate4sd2_1	0	13
a21oi_2	0	2
o21ai_1	0	2
buf_4	5	10
nor2_1	7	4
buf_6	0	6
nor3_2	1	3
inv_2	0	2
nor2_4	0	2
Power figures rest on the tool's default switching activity, not on a simulated workload.
